### config.mk
export PLATFORM = sky130hd
export DESIGN_NAME = RCA
export DESIGN_NICKNAME = RCA
export VERILOG_FILES = /design/flow/design.v
export SDC_FILE = /design/flow/constraint.sdc
export NUM_CORES = 4
export LEC_CHECK = 1
export CORE_AREA = 10 10 70 70
export DIE_AREA = 0 0 80 80
### constraint.sdc
current_design RCA

set clk_period 3.8
set clk_io_pct 0.2

create_clock -name clk0 -period $clk_period

set non_clock_inputs [all_inputs -no_clocks]
set_input_delay [expr $clk_period * $clk_io_pct] -clock clk0 $non_clock_inputs
set_output_delay [expr $clk_period * $clk_io_pct] -clock clk0 [all_outputs]
### design.v
`timescale 1ns / 1ps
module RCA(a,b,cin,sum,cout);
input [3:0] a,b;
input cin;
output [3:0] sum;
output cout;
wire c1,c2,c3;
full_adder f0(a[0],b[0],cin,sum[0],c1);
full_adder f1(a[1],b[1],c1,sum[1],c2);
full_adder f2(a[2],b[2],c2,sum[2],c3);
full_adder f3(a[3],b[3],c3,sum[3],cout);
endmodule
module full_adder(a,b,cin,sum,cout);
input a,b,cin;
output sum,cout;
assign sum = a^b^cin;
assign cout = a&b | b&cin | a&cin; 
endmodule
### run.sh
#!/bin/bash
# OpenROAD 26Q1-2900-gdf79404cd8, Yosys 0.63+post, stock flow scripts
make -C /OpenROAD-flow-scripts/flow DESIGN_CONFIG=/design/flow/config.mk WORK_HOME=/design/flow/orfs finish
==> summary.txt <==
run results: DIE WIDTH=80 um, reported max-cap violation count=0, Inst Count DP=approximately 74, minimum clock period=around 3600 ps, DRT Pass-1 Iters=1, global-route wire length before repair=600 um, Placer Congestion=approximately 0.75, Net Sw Power=approximately 0.000011 W, largest net degree at the start of global routing=2, drt drc=0, Post-Syn Area=147.6 sq um, Place WS=-168.7 ps, syn_area_per_cell=8.202 sq um, Setup crit end kind=primary output, grt total ovfl=0, vias in the first global route=137, total leakage power=~0.13 nW, CP peak stage delay=490 ps, Int Power=roughly 0.000026 W, area grow syn2layout=116.9%, Top Layout Cells=clkdlybuf4s50_1 (12), inv_1 (6), inv_2 (4), fa_2 (3), dlygate4sd2_1 (2), chip area=6400 sq um, # IOs=14, # Cells Yosys=18, Cell Type Count=3, Clk pwr share=0%, initial detailed-routing violation count=0, Final ANT Viol Nets=0, part of the cycle the worst path needs=95.91%, CP Max Fanout=1, Max Transition Viols Final=0, Worst Setup Start Kind=input pin, Flops=0, Ys Warns=0, RSZ-0062 raised after global routing=no, Log Warnings=32, DR vias=between 100 and 150, Crit Path Class=in2out, largest delay contributor family on the critical path=adder cells, Worst VDD drop=0.02748 mV, core box area=3416 sq um, Final Hold Vio Count=0, slew margin rel.=between 90% and 100%, outcome=completed, Setup Viol. Count Final=0, wire length per cell=between 5 and 6 um, crit path DRT=3040 ps, Seq share, synth=0%, I/O Buffers=14, Post-Syn Instances=18, fin worst setup slack=155.6 ps, YS chip area=between 100 and 150 sq um, CP max stage cell=fa_1, worst path buffer plus inverter count=6, layout cells sized above 1=between 20% and 30%, PwrDens=113.6 nW/um^2, crit path cell chain=clkdlybuf4s50_1 > inv_2 > fa_2 > inv_2 > fa_2 > fa_2 > inv_2 > fa_1 > inv_1 > dlygate4sd2_1, sequential share of power=0%, Post-Route WL=393 um, Power, Total=0.00003638 W, Combinational Power Share=100.0%, Layout Cells excl Fill=between 70 and 80, initial antenna violation count=0, Hold Path Class=in2out, row count=21, cts hold-fix bufs=0, chip height=80 um, postcts setup bufs=0, GRT Util Overall=1.183%, sw frac=29.76%, hpwl dp=just under 400 um, antenna cells=0, most used logic cell in the final layout=clkdlybuf4s50_1, Flop area=0 sq um, pin slew with the least headroom to its limit=97.65 ps, Initial Util=4.322%, clock buf count=0, vias per cell=1.568, CP arrival=2880 ps, Max Freq=between 0.2 and 0.3 GHz
-- routing by layer --
layer	wire [um]	global-route usage (%)	up-vias	part of all wire, %
li1	-	-	60	-
met1	217	2.003	42	55
met2	62	1.043	14	16
met3	113	0.9091	0	29
met4	0	0	0	0
met5	0	0	-	0
-- kinds of logic (layout without fill, tap and decap cells) --
| logic type | count (synthesis) | after routing | share of synthesized area (%) |
|---|---|---|---|
| buf+inv | 14 | 24 | 45.77 |
| fa+ha+maj | 4 | 4 | 54.24 |
-- metrics by stage --
| stage | area, sq um | hold slack (ps) | util (%) | TNS [ps] |
|---|---|---|---|---|
| final | 320.3 | 2383 | 9.377 | 0 |
| after floorplan | 147.6 | 1737 | - | 0 |
| after detailed placement | 315.3 | 2559 | 9.231 | -168.7 |
| after global routing | 320.3 | 2426 | 9.377 | 0 |
| after CTS | 320.3 | 2402 | 9.377 | 0 |
| after global placement | 315.3 | 2561 | 9.231 | -184.8 |
-- cells in the mapped netlist --
library cell  count  area share [%]
inv_1            10              25
buf_4             4              20
fa_1              4              54
-- final cells by class --
| class | count | area, sq um |
|---|---|---|
| Fill cell | 407 | 3095 |
| Timing Repair Buffer | 14 | 137.6 |
| Multi-Input combinational cell | 4 | 87.58 |
| Tap cell | 46 | 57.56 |
| Inverter | 10 | 37.54 |
-- final timing paths --
| check | to | depth (start not counted) | start | slack [ps] |
|---|---|---|---|---|
| max | sum[3] | 10 | cin | 160 |
| min | sum[3] | 5 | b[3] | 2380 |
-- power groups by stage --
stage	registers (W)	clock network (W)	logic, W
6_report	0	0	0.0000364
5_1_grt	0	0	0.0000431
4_1_cts	0	0	0.0000380
-- timing repair --
item / in CTS / in global routing
endpoints found under the setup margin: 2 / 1
pin swaps: 4 / 1
gates resized: 9 / 0
Power is estimated from default activity; no workload was simulated.
