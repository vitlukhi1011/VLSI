--- design.v ---
`timescale 1ns / 1ps
module cla(a,b,cin,sum,cout);
input [3:0] a,b;
input cin;
output reg [3:0] sum;
output reg cout;
reg [3:0] p,g;
reg c1,c2,c3;
always@(*)
begin
p = a^b;  
g = a&b;  
c1 = g[0] | p[0]&cin;
c2 = g[1] | p[1]&g[0] | p[1]&p[0]&cin;
c3 = g[2] | p[2]&g[1] | p[2]&p[1]&g[0] | p[2]&p[1]&p[0]&cin;
cout = g[3] | p[3]&g[2] | p[3]&p[2]&g[1] | p[3]&p[2]&p[1]&g[0] | p[3]&p[2]&p[1]&p[0]&cin;
sum[0] = p[0]^cin;
sum[1] = p[1]^c1;
sum[2] = p[2]^c2;
sum[3] = p[3]^c3;
end
endmodule
--- run.sh ---
#!/bin/bash
# OpenROAD 26Q1-2900-gdf79404cd8, Yosys 0.63+post, stock flow scripts
make -C /OpenROAD-flow-scripts/flow DESIGN_CONFIG=/design/flow/config.mk WORK_HOME=/design/flow/orfs finish
--- config.mk ---
export PLATFORM = sky130hd
export DESIGN_NAME = cla
export DESIGN_NICKNAME = cla
export VERILOG_FILES = /design/flow/design.v
export SDC_FILE = /design/flow/constraint.sdc
export NUM_CORES = 4
export LEC_CHECK = 1
export CORE_AREA = 10 10 70 70
export DIE_AREA = 0 0 80 80
--- constraint.sdc ---
current_design cla

set clk_period 3.0
set clk_io_pct 0.2

create_clock -name clk0 -period $clk_period

set non_clock_inputs [all_inputs -no_clocks]
set_input_delay [expr $clk_period * $clk_io_pct] -clock clk0 $non_clock_inputs
set_output_delay [expr $clk_period * $clk_io_pct] -clock clk0 [all_outputs]
==> out/qor.yml <==
status: "finished, final reports clean"
switching_share_pct: 33.0
hold_viol_final: 0
gr-total-overflow: 0
viasPerCell: 2.20
finalWorstSetupSlack_ns: 0.140
antenna_found_initial: 0
gp_congestion: 0.698
slew_headroom_pct: 89.8
cp.arrival_ns: 2.26
flops: 0
drive_above_1_share_pct: 11.8
setup_violations: 0
final_cell_mix: "clkdlybuf4s50_1, ha_1, inv_1, a21oi_2"
drc_errors: 0
insertedDiodeCount: 0
required_ns: 2.40
fp.dieH_um: 80
pin_count: 14
syn_to_final_growth_pct: 124
ant_nets: 0
worstPathMaxFanout: 3
vdd_drop_max_v: 0.0000765
wl_per_cell_um: 6.88
totalNegativeSetupSlack_ns: 0
mi_logic_area_um2: 163
cap_viol_max_count: 0
grt_pass1_vias: 184
track_usage_pct: 1.73
synthCells: 20
ys_seq_share_pct: 0
critical_path_class: "input port to output pin"
pwr-share-comb_pct: 100.0
lay_top_count: "clkdlybuf4s50_1"
start_kind: "input port"
numPortBuffers: 14
design_area_um2: 380
wl_um: 550
rows: 21
grt_pass1_wl_um: 876
timing.fmax_mhz: 350
seqCellArea_um2: 0
post_cts_buffers: 0
yosys-stat-area_um2: 170
syn_area_um2: 170
period_needed_ns: 2.86
min_path_type: "input port to output pin"
crit_path_end_kind: "output pin"
ys_warn_count: 1
slew_violations: 0
core_um2: 3420
fin_util_pct: 11.1
grt_max_degree: 4
clkPwrFrac_pct: 0
worst_pin_slew_ns: 0.152
vias: 176
fp_util_pct: 4.98
place_ws_ns: 0.0694
intPower_mw: 0.0432
dp_hpwl_um: 519
power_mw: 0.0645
p_sw_mw: 0.0213
rsz0062_at_grt: "no"
num-clock-buffers: 0
die_w_um: 80
yosys_cells: 20
warnings: 33
firstDrtPassIters: 2
dieArea_um2: 6400
power_density_nw_per_um2: 169
postPlaceCellArea_um2: 368
min_period_over_period_pct: 95.3
power.leakage_nw: 0.175
drtIter0Drc: 8
fillers: 404
postSynthAreaPerCell_um2: 8.51
power_frac_seq_pct: 0
synth_cell_types: 10
[area by class of cell]
type               instances  area share, %
multi-input cells         16           42.8
well taps                 46           15.1
repair buffers            14           38.2
inverters                  4           3.95
[per-stage QoR]
step / instances / hold WS [ns]
after floorplan: 20 / 1.37
after global placement: 80 / 2.28
after detailed placement: 80 / 2.29
after CTS: 80 / 2.29
after global routing: 80 / 1.99
final: 80 / 1.90
[power groups by stage]
stage	Clock, mW	Combinational [mW]	Sequential, mW
6_report	0	0.0645	0
4_1_cts	0	0.0655	0
5_1_grt	0	0.0733	0
[Yosys cell counts (all sizes together)]
master / number / share of area [%]
nand2: 1 / 2.2
xnor2: 2 / 10
fa: 1 / 12
a21oi: 3 / 11
ha: 5 / 37
o21ai: 1 / 5.1
xor2: 1 / 5.1
inv: 4 / 8.8
a21o: 2 / 8.8
[worst max-delay path, cell delays in order]
cell and delay [ns]:
clkdlybuf4s50_1 0.46, ha_1 0.33, a21oi_2 0.06, o21ai_2 0.17, xor2_1 0.15, clkdlybuf4s50_1 0.48
[what timing repair did]
| item | in CTS | in global routing |
|---|---|---|
| endpoints found under the setup margin | 0 | 2 |
| gates resized | 0 | 4 |
| endpoints found under the hold margin | 0 | 0 |
| hold buffers | 0 | 0 |
[final timing paths]
path	depth (start not counted)	startpoint	endpoint	slack, ns
setup / recovery	6	b[0]	sum[3]	0.14
hold / removal	6	a[0]	sum[2]	1.90
[routing by layer]
| layer | track usage (%) | up-vias | wire (µm) |
|---|---|---|---|
| met3 | 1.36 | 0 | 122 |
| li1 | - | 96 | - |
| met5 | 0 | - | 0 |
| met1 | 2.98 | 67 | 321 |
| met2 | 1.44 | 13 | 107 |
| met4 | 0 | 0 | 0 |
[cells by family (layout without fill, tap and decap cells)]
| kind of cell | count (synthesis) | in the layout | synth area share (%) |
|---|---|---|---|
| AOI/OAI and AO/OA | 6 | 6 | 25.0 |
| xor gates and xnor gates | 3 | 3 | 15.4 |
| adders and majority gates | 6 | 6 | 48.5 |
| buffers and inverters | 4 | 18 | 8.82 |
| and+or+nand+nor | 1 | 1 | 2.20 |
Power figures rest on the tool's default switching activity, not on a simulated workload.
