**design.v**
```verilog
`timescale 1ns / 1ps
module ALU (opcode,operand1,operand2,result,flagC,flagZ);
input [3:0]opcode;
input[7:0]operand1,operand2;
output reg[15:0]result=16'b0;
output reg flagC = 1'b0,flagZ=1'b0;
parameter[3:0]ADD =4'b0000,
SUB=4'b0001,
MUL=4'b0010,
DIV=4'b0011,
LSL=4'b0100,
LSR=4'b0101,
ROL=4'b0110,
ROR=4'b0111,
AND=4'b1000,
OR=4'b1001,
XOR=4'b1010,
NOR=4'b1011,
NAND=4'b1100,
XNOR=4'b1101,
GTH=4'b1110,
EQL=4'b1111;
always@(opcode,operand1,operand2)
begin
case(opcode)
ADD:begin
result = operand1+operand2;
flagC = result[8];
flagZ = (result == 16'b0);
end
SUB:begin
result = operand1 - operand2;
flagC = result[8];
flagZ = (result == 16'b0);
end
MUL: begin
result = operand1*operand2;
flagZ = (result == 16'b0);
end
DIV: begin
result = operand1/operand2;
flagZ = (result == 16'b0);
end 
LSL: begin
result = operand1<<1;
flagZ = (result == 16'b0);
end
LSR: begin
result = operand1>>1;
flagZ = (result == 16'b0);
end
ROL: begin
result = {operand1[6:0],operand1[7]};
end
ROR: begin
result = {operand1[0],operand1[7:1]};
end
AND: begin
result = operand1 & operand2;
flagZ = (result == 16'b0);
end
OR: begin
result = operand1|operand2;
flagZ = (result == 16'b0);
end
NAND: begin
result = ~(operand1&operand2);
flagZ = (result == 16'b0);
end
NOR: begin
result = ~(operand1|operand2);
flagZ = (result == 16'b0);
end
XOR: begin
result = operand1^operand2;
flagZ = (result == 16'b0);
end 
XNOR:begin
result = ~(operand1^operand2);
flagZ = (result == 16'b0);
end 
GTH: begin
result = (operand1>operand2)?16'b1:16'b0 ;
end
EQL: begin
result = (operand1==operand2)?16'b1:16'b0;
end
default:begin
result = 16'b0;
flagC = 1'b0;
flagZ = 1'b0;
end
endcase
end
endmodule
```
**run.sh**
```bash
#!/bin/bash
# OpenROAD 26Q1-2900-gdf79404cd8, Yosys 0.63+post, stock flow scripts
make -C /OpenROAD-flow-scripts/flow DESIGN_CONFIG=/design/flow/config.mk WORK_HOME=/design/flow/orfs finish
```
**config.mk**
```make
export PLATFORM = sky130hd
export DESIGN_NAME = ALU
export DESIGN_NICKNAME = ALU
export VERILOG_FILES = /design/flow/design.v
export SDC_FILE = /design/flow/constraint.sdc
export NUM_CORES = 4
export LEC_CHECK = 1
export CORE_UTILIZATION = 30
```
**constraint.sdc**
```tcl
current_design ALU

set clk_period 23.9
set clk_io_pct 0.2

create_clock -name clk0 -period $clk_period

set non_clock_inputs [all_inputs -no_clocks]
set_input_delay [expr $clk_period * $clk_io_pct] -clock clk0 $non_clock_inputs
set_output_delay [expr $clk_period * $clk_io_pct] -clock clk0 [all_outputs]
```
==> run notes <==
Results of the implementation run.

Entering global routing, the biggest net connects 42 pins. Broken down by cell family, the worst path's largest delay share belongs to AND-OR/OR-AND gates. The count of warning messages emitted by the tools came out at 55. The count of endpoints without a timing constraint is 4. The per-instance average area after synthesis is 7.15 um2. The worst hold path was traced through 9 stages. The data required time reported for the critical path is 19.12 ns. Summed over all nets, wire length on met3 after detailed routing comes to 2640 um. The highest clock rate this design can be run at is 0.0300 GHz.

The worst setup path is captured at an output port. The pre-placement core utilization came out at 30.6%. The number of buffers and inverters on the critical path is 24. Looking at area per cell type in the netlist, the leader is ha_1.

The number of diodes added for antenna fixing came out at 0. The headroom to the max-slew limit is 38.5%. The proportion of layout cells with a drive suffix above 1 came out at 38.2%. The count of unclocked register or latch pins came out at 2. The post-route fraction of the period consumed by the critical path came out at 139%. Of the post-synthesis cell area, the dominant cell type holds 21.7%. The yosys synthesis warning count is 1. The routed layout has 11890 vias. The top routing layer in use is met4. The total met2 wirelength after detailed routing is 16600 um.

The total instance count after detailed placement came out at 2064. The overall die width came out at 179 um. For the completed layout, the total cell area is recorded as 14900 um2.

The y dimension of the die is 179 um. The startpoint of the worst hold path is operand2[0]. The number of placement rows is 64. After synthesis the cells add up to 9400 um2.

Per the cell usage report, the commonest logic cells after layout are buf_4 (497), nor2_1 (142), ha_1 (136). The initial antenna violation count is 0. The cell total in the yosys stat output came out at 1315. The path type of the worst setup path is in2out.

The placement-stage cell area came out at 13100 um2. Per the detailed-route log, wirelength across all metal layers totals 37500 um. The chip area came out at 32100 um2. The instance tally after logic synthesis came out at 1315. The number of flops mapped to enable cells by yosys came out at 0. The number of search-and-repair iterations in the first detailed-routing pass came out at 7. The global-route wire length before repair is 58100 um.

The sum of routed wire segments on met1 came out at 17200 um. Setup repair after global routing could not meet its margin everywhere. The worst hold path terminates at result[1]. The setup TNS after final layout is -28.72 ns. The boundary pin count came out at 38.

The detailed router's first-iteration violation count is 733. The number of endpoints failing setup at the final stage came out at 5. The classification of the worst-slack hold path is in2out. Per the detail_route report, routed wire per instance is 16.9 um. Detailed placement finished with a half-perimeter wire length of 27200 um. The most instantiated flip-flop cell in the synthesis netlist is dlxtn_1. The data arrival time of the worst path came out at 28.54 ns. The slew at the pin with the worst max-slew slack came out at 0.914 ns. The tightest hold margin is 10.68 ns. The checks that failed: setup timing. Counting I/O delays and the setup requirement, the final critical path takes 33.32 ns.

The total congestion overflow after global routing is 0. The final weighted congestion in routability-driven placement came out at 0.979. The via count of the first global-routing pass came out at 11285. The maximum cell stage delay along the critical path is 0.44 ns.

The run finished, with violations left. In this run, synthesis produced a sequential element count of 2. Buffers placed on the I/O ports in this run total 38.

The detail-routed via count per cell came out at 5.36. After synthesis, the chip area reported by Yosys is 9400 um2. The maximum fanout encountered on the critical timing path came out at 8.

The number of different library cells used by synthesis comes to 98. The final worst slack is -9.42 ns. The number of standard cells in the layout, taps in and fillers out came out at 2220.

The max-capacitance violation count is 0. Counting the fill cells in the layout gives 2787. The most common logic cell in the final layout is buf_4. The total area inside the core boundary comes to 30700 um2. The number of pins with negative max-slew slack in the final report came out at 0. The fraction of synthesis flops using an asynchronous set or reset pin is 0%. Looking at the critical path, the single cell with the biggest stage delay is o32a_1. The count of endpoints failing hold in the final timing report came out at 0. The remaining antenna violation count is 0.

Between the synthesized netlist and the finished layout, the area growth was recorded as 58.8%. The routed layout reports a DRC error count of 0.

The global router's overall resource usage came out at 23.4%. Ranked by total cell area, the synthesized netlist is headed by ha_1 (22%), fa_1 (8.1%), nor2_1 (6.0%). Counting stages on the worst path, the most repeated cell is o21a_1. The critical path startpoint category is a primary input.

The setup slack after placement is -10.68 ns.
## state kept, by name (all words and copies together), names as in the netlist
register,count
flagC,1
flagZ,1
## worst min-delay path, cell delays in order
cell and delay [ns]:
buf_8 0.09, buf_4 0.21, ha_1 0.18, ha_1 0.15, nand2_1 0.06, o21ai_0 0.13
nor3_4 0.07, a21oi_2 0.11, buf_2 0.11
## kinds of logic after synthesis
family | Yosys count | share of synthesized area [%]
AND/OR/NAND/NOR | 476 | 24.1
other | 1 | 0.0399
latches | 2 | 0.319
multiplexers | 43 | 5.03
buffers and inverters | 144 | 5.98
AND-OR/OR-AND | 378 | 28.2
adder cells (fa/ha/maj) | 201 | 29.8
XOR/XNOR | 70 | 6.52
## cell usage after synthesis, drive strengths merged (6+ instances only)
master,n
a211oi,7
or2,11
nor2b,16
o21a,42
nor2,151
a221oi,6
o21bai,13
mux2,22
ha,163
nand2,128
or3,14
nand3,22
a32oi,6
mux2i,21
nor4,15
nor3,55
xnor2,48
inv,96
a31oi,10
buf,12
nand2b,18
a221o,6
nand4,11
o31ai,18
o211ai,7
a21o,24
and2,13
o21ai,69
a21oi,88
o22ai,12
clkbuf,35
fa,38
and3,7
xor2,22
## how the worst max path moves through the flow
stage / start / to / slack (ns) / depth (start not counted)
after CTS: operand2[0] / result[0] / -9.19 / 132
final: operand2[0] / result[0] / -9.42 / 138
after global routing: operand2[0] / result[0] / -10.48 / 136
## final cells by class
type | instances | area (um2) | area share [%]
flip-flops and latches | 2 | 30.0 | 0.201
well taps | 396 | 495 | 3.32
inverters | 97 | 372 | 2.49
multi-input cells | 1176 | 9790 | 65.6
repair buffers | 549 | 4240 | 28.4
## routing by layer
metal	GRT usage (%)	up-vias
li1	-	5815
met2	36.7	424
met3	4.13	84
met5	0	-
met4	6.11	0
met1	33.0	5567
## metrics by stage
stage	util, %
after floorplan	-
after global placement	42.8
after detailed placement	42.8
after CTS	46.9
after global routing	48.6
final	48.6
## what timing repair did
| item | CTS | global route |
|---|---|---|
| setup buffers | 125 | 32 |
| hold buffers | 0 | 0 |
| endpoints found under the setup margin | 6 | 6 |
| gates resized | 97 | 56 |
| pin swaps | 104 | 84 |
